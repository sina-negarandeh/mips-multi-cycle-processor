### design/flow/run.sh
#!/bin/bash
# OpenROAD 26Q1-2900-gdf79404cd8, Yosys 0.63+post, stock flow scripts
make -C /OpenROAD-flow-scripts/flow DESIGN_CONFIG=/design/flow/config.mk WORK_HOME=/design/flow/orfs finish
### design/flow/config.mk
export PLATFORM = sky130hd
export DESIGN_NAME = controller
export DESIGN_NICKNAME = controller
export VERILOG_FILES = /design/flow/design.v
export SDC_FILE = /design/flow/constraint.sdc
export NUM_CORES = 4
export LEC_CHECK = 1
export CORE_AREA = 10 10 91 91
export DIE_AREA = 0 0 101 101
### design/flow/constraint.sdc
current_design controller

set clk_period 2.3
set clk_io_pct 0.2

create_clock -name clk0 -period $clk_period [get_ports {clk}]

set non_clock_inputs [all_inputs -no_clocks]
set_input_delay [expr $clk_period * $clk_io_pct] -clock clk0 $non_clock_inputs
set_output_delay [expr $clk_period * $clk_io_pct] -clock clk0 [all_outputs]
### design/flow/design.v
module controller(input clk,rst,input [5:0]OPC,input [5:0]func,zero,output PCen,output reg IorD,memRead,memWrite,IRWrite,regWrite,ALUSrcA,output reg[1:0]ALUSrcB,output reg [2:0]ALUOperation,output reg[1:0]PCSrc,output reg[1:0]regDst,output reg[1:0]memToReg);
  reg [4:0]ps;
  reg [4:0]ns;
  reg [1:0]ALUOp;
  reg PCWrite;
  reg [1:0]PCWriteCond;
  always @(ps or OPC or func or zero) begin
    ns = 5'b00000;
    case(ps)
      5'b00000: ns = 5'b00001;  
      5'b00001: begin  
        case (OPC)
          6'b000000: ns = (func == 6'b001000)?5'b10001:5'b00010;  
          6'b000010: ns = 5'b00100;  
          6'b100011: ns = 5'b00101;  
          6'b101011: ns = 5'b01000;  
          6'b000100: ns = 5'b01010;  
          6'b000101: ns = 5'b01011;  
          6'b000001: ns = 5'b01100;  
          6'b001000: ns = 5'b01101;  
          6'b001100: ns = 5'b01111;  
        endcase
      end
      5'b00010: ns = 5'b00011;  
      5'b00011: ns = 5'b00000;  
      5'b00100: ns = 5'b00000;  
      5'b00101: ns = 5'b00110;  
      5'b00110: ns = 5'b00111;  
      5'b00111: ns = 5'b00000;  
      5'b01000: ns = 5'b01001;  
      5'b01001: ns = 5'b00000;  
      5'b01010: ns = 5'b00000;  
      5'b01011: ns = 5'b00000;  
      5'b01100: ns = 5'b00000;  
      5'b01101: ns = 5'b01110;  
      5'b01110: ns = 5'b00000;  
      5'b01111: ns = 5'b10000;  
      5'b10000: ns = 5'b00000;  
      5'b10001: ns = 5'b00000;  
    endcase
  end
  always @(ps or OPC or func or zero) begin
    {IorD,memRead,memWrite,IRWrite,regWrite,ALUSrcA,PCWrite} = 7'b0000000;
    ALUSrcB = 2'b00;
    regDst = 2'b00;
    PCSrc = 2'b00;
    ALUOp = 2'b00;
    memToReg = 2'b00;
    PCWriteCond = 2'b00;
    case(ps)
      5'b00000: begin  
        {IorD,memRead,memWrite,IRWrite,regWrite,ALUSrcA,PCWrite} = 7'b0101001;
        ALUSrcB = 2'b01;
        PCSrc = 2'b00;
        ALUOp = 2'b00;
        PCWriteCond = 2'b00;
        end
      5'b00001: begin  
        ALUSrcA = 1'b0;
        ALUSrcB = 2'b11;
        ALUOp = 2'b00;
        end
      5'b00010: begin  
        ALUSrcA = 1'b1;
        ALUSrcB = 2'b00;
        ALUOp = 2'b10;
        end
      5'b00011: begin  
        regWrite = 1'b1;
        regDst = 2'b01;
        memToReg = 2'b00;
        end
      5'b00100: begin  
        PCWrite = 1'b1;
        PCSrc = 2'b10;
        end
      5'b00101: begin  
        ALUSrcA = 1'b1;
        ALUSrcB = 2'b10;
        ALUOp = 2'b00;
        end
      5'b00110: begin  
        memRead = 1'b1;
        IorD = 1'b1;
        end
      5'b00111: begin  
        regWrite = 1'b1;
        regDst = 2'b00;
        memToReg = 2'b01;
        end
      5'b01000: begin  
        ALUSrcA = 1'b1;
        ALUSrcB = 2'b10;
        ALUOp = 2'b00;
        end
      5'b01001: begin  
        memWrite = 1'b1;
        IorD = 1'b1;
        end
      5'b01010: begin  
        ALUSrcA = 1'b1;
        ALUSrcB = 2'b00;
        ALUOp = 2'b01;
        PCSrc = 2'b01;
        PCWriteCond = 2'b01;
        end
      5'b01011: begin  
        ALUSrcA = 1'b1;
        ALUSrcB = 2'b00;
        ALUOp = 2'b01;
        PCSrc = 2'b01;
        PCWriteCond = 2'b10;
        end
      5'b01100: begin  
        PCWrite = 1'b1;
        PCSrc = 2'b10;
        regWrite = 1'b1;
        regDst = 2'b10;
        memToReg = 2'b10;
        end
      5'b01101: begin  
        ALUSrcA = 1'b1;
        ALUSrcB = 2'b10;
        ALUOp = 2'b00;
        end
      5'b01110: begin  
        regWrite = 1'b1;
        regDst = 2'b00;
        memToReg = 2'b00;
        end
      5'b01111: begin  
        ALUSrcA = 1'b1;
        ALUSrcB = 2'b10;
        ALUOp = 2'b11;
        end
      5'b10000: begin  
        regWrite = 1'b1;
        regDst = 2'b00;
        memToReg = 2'b00;
        end
      5'b10001: begin  
        PCWrite = 1'b1;
        PCSrc = 2'b11;
        end
    endcase
  end
  always @(posedge clk,posedge rst) begin
    if (rst) ps <= 5'b00000;
    else ps <= ns;
  end
  assign PCen = PCWrite | ((PCWriteCond == 2'b01) & zero) | ((PCWriteCond == 2'b10) & ~zero);
  always @(ALUOp or func) begin
    case (ALUOp)
      2'b00: ALUOperation = 3'b010;   
      2'b01: ALUOperation = 3'b110;   
      2'b10: case (func)  
            6'b100000: ALUOperation = 3'b010;  
            6'b100010: ALUOperation = 3'b110;  
            6'b100100: ALUOperation = 3'b000;  
            6'b100101: ALUOperation = 3'b001;  
            6'b101010: ALUOperation = 3'b111;  
            default: ALUOperation = 3'b010;
          endcase
      2'b11: ALUOperation = 3'b000;  
      default: ALUOperation = 3'b010;
    endcase
  end
endmodule
==> impl_metrics.json <==
{
  "status": "finished, final reports clean",
  "dr_wl_met2_um": 1347,
  "post_drt_wl_per_cell_um": 12.85,
  "path_cells": "nor2b_1 > or3_1 > a21oi_2 > clkdlybuf4s50_1",
  "min_path_type": "primary input to asynchronous set/reset pin",
  "via_per_inst": 4.353,
  "final_layout_top_logic_cells": "buf_4 (26), clkdlybuf4s50_1 (23), nand2_1 (11), nor2_1 (11), a21oi_1 (8)",
  "max_freq_mhz": 440.4,
  "clock_sinks": 5,
  "largest_reg_flops": 5,
  "drt-total-wl_um": 3098,
  "die_h_um": 101,
  "syn-cell-area_um2": 755.7,
  "met3_wirelength_um": 250,
  "top_regs": "ps x5",
  "start_kind": "flip-flop",
  "crit_required_ns": 1.84,
  "finalClockSkew_ns": 0.001710,
  "tightest_slew_ns": 0.3971,
  "cts_root_buf": "clkbuf_8",
  "critPathCaptureType": "output pin",
  "slew_headroom_pct": 73.15,
  "ys_chip_area_um2": 755.7,
  "wl_met1_um": 1445,
  "synth_cell_type_count": 34,
  "top_register": "ps",
  "syn_inst": 114,
  "ys_cells": 114,
  "clk_latency_ns": 0.22,
  "ys_ff": 5,
  "crit_path_max_incr_delay_ns": 0.48,
  "routed.top_layer": "met4",
  "htreeDepth": 1,
  "clockBufferDepth": 2,
  "power_density_mw_per_mm2": 833.7,
  "slew_viol_final": 0,
  "post-dp-hpwl_um": 2370,
  "ys_warn_count": 1,
  "grt_pass1_vias": 1019,
  "cts_tree": "yes",
  "critical_path.max_fanout": 8,
  "hold_ws_ns": 0.4639,
  "path_buffers": 1,
  "antenna_found_initial": 0,
  "p_leak_nw": 0.5990,
  "path_class": "flip-flop to output pin",
  "cts_inserted_buffers": 3,
  "cap_violations": 0,
  "finalHoldViolations": 0,
  "drc": 0,
  "irDropWorstVdd_v": 0.0004239,
  "vias": 1049,
  "num-fill-cells": 662,
  "grtUsageTotal_pct": 5.690,
  "fin_crit_sh_pct": 98.73,
  "avgSynthCellArea_um2": 6.629,
  "mostFrequentLayoutCell": "buf_4",
  "postLayoutCellArea_mm2": 0.001433,
  "rsz0062_at_grt": "true",
  "n_antenna_cell": 0,
  "dr.pass1.iters": 4,
  "die-area_mm2": 0.01020,
  "cpLargestDelayFamily": "simple AND/OR/NAND/NOR gates",
  "gr-total-overflow": 0,
  "grt_max_degree": 12,
  "area_delta_synth_final_pct": 89.57,
  "coreArea_mm2": 0.006350,
  "gp_congestion": 0.8799,
  "rows": 29,
  "crit_arrival_ns": 1.81,
  "final.min_clock_period_ns": 2.271,
  "ios": 38,
  "ys_seq_share_pct": 16.56,
  "drtIter0Drc": 74,
  "dpl_cell_area_mm2": 0.001249,
  "drtAntennaViolNets": 0,
  "clk_pin_slew_ns": 0.03,
  "warning_count": 32,
  "drive_gt1_share_pct": 29.88,
  "grt_pass1_wl_um": 4968,
  "die_w_um": 101,
  "finalSetupViolCount": 0,
  "fp_util_pct": 11.90,
  "port-buffer-count": 32,
  "cpMaxStageDelayCell": "clkdlybuf4s50_1"
}
Yosys cell counts (all sizes together):
cell / instances / share of area [%]
nand3b: 1 / 0.99
buf: 7 / 5.8
or3b: 1 / 1.2
a31oi: 4 / 3.3
nor2b: 3 / 2.5
o311a: 1 / 1.3
o21ai: 3 / 2.0
a2111oi: 1 / 2.0
a32oi: 3 / 3.5
xnor2: 2 / 2.3
a211oi: 4 / 4.0
clkbuf: 6 / 3.0
nor2: 14 / 7.0
a21oi: 9 / 6.0
or3: 2 / 1.7
nand2: 11 / 5.5
inv: 3 / 1.5
a21o: 2 / 2.0
nand4: 1 / 0.83
nor4: 3 / 2.5
nor4b: 3 / 3.5
o22ai: 2 / 1.7
nand2b: 2 / 1.7
o32ai: 2 / 2.3
nor3: 7 / 4.6
nand3: 3 / 2.0
dfrtp: 5 / 17
and3b: 1 / 1.2
a31o: 1 / 1.2
or2: 1 / 0.83
nor3b: 6 / 6.0
area by class of cell:
class / instances / area [µm²] / area share (%)
clock buffer: 4 / 45.04 / 3.144
multi-input combinational: 93 / 616.8 / 43.06
tap: 77 / 96.34 / 6.725
sequential: 5 / 131.4 / 9.170
timing repair buffer: 59 / 531.8 / 37.12
inverter: 3 / 11.26 / 0.7860
timing repair:
| action | CTS | global route |
|---|---|---|
| hold buffers | 0 | 0 |
| buffers inserted | 8 | 0 |
| pin swaps | 4 | 6 |
| endpoints found under the setup margin | 14 | 12 |
| resized | 12 | 18 |
where the power goes:
| part | total (W) | internal [W] | leakage [nW] | switching (W) |
|---|---|---|---|---|
| Sequential | 0.000168 | 0.000117 | 0.0593 | 0.0000519 |
| Clock | 0.000161 | 0.000119 | 0.0228 | 0.0000423 |
| Combinational | 0.000865 | 0.000500 | 0.517 | 0.000365 |
path summary, 6_finish.rpt:
kind                                  from  slack (ns)              end  cells after the start
max                        ps[0]$_DFF_PP0_        0.03          ALUSrcA                      4
min                                    rst        0.46  ps[0]$_DFF_PP0_                      2
max reg2reg                ps[1]$_DFF_PP0_        0.58  ps[0]$_DFF_PP0_                      5
min reg2reg                ps[4]$_DFF_PP0_        0.70  ps[2]$_DFF_PP0_                      2
max in group asynchronous              rst        1.65  ps[3]$_DFF_PP0_                      2
min in group clk0          ps[4]$_DFF_PP0_        0.70  ps[2]$_DFF_PP0_                      2
worst register-to-register path, stage by stage, from the launching register on:
cell and delay [ns]:
dfrtp_2 0.43, buf_4 0.18, or3b_4 0.38, or3_1 0.38, a31oi_1 0.16, a31o_1 0.12
routing by layer:
metal	up-vias	global-route usage, %
met2	35	8.845
met5	-	0
met1	490	7.797
li1	522	-
met3	2	1.525
met4	0	0.9646
per-stage QoR:
step / TNS, ns / cells / setup slack [ns] / utilization, % / power [W]
6_report: 0 / 241 / 0.02913 / 22.56 / 0.001194
4_1_cts: -0.1268 / 241 / -0.07519 / 21.64 / 0.001149
2_1_floorplan: 0 / 114 / 0.6013 / - / 0.0005090
3_3_place_gp: -0.4403 / 229 / -0.1644 / 19.67 / 0.0009074
3_5_place_dp: -0.4442 / 229 / -0.1707 / 19.67 / 0.0009099
5_1_grt: -0.1231 / 241 / -0.04368 / 22.56 / 0.001300
kinds of logic after synthesis:
kind of cell / Yosys count / share of synthesized area, %
xor gates and xnor gates: 2 / 2.318
AOI/OAI and AO/OA: 32 / 29.14
DFF: 5 / 16.56
buffers and inverters: 16 / 10.26
and+or+nand+nor: 59 / 41.72
No activity file was given, so power comes from the tool's default toggle rates.
